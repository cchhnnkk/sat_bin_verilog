`run.sh`:
```
#!/bin/bash
# OpenROAD 26Q1-2900-gdf79404cd8, Yosys 0.63+post, stock flow scripts
make -C /OpenROAD-flow-scripts/flow DESIGN_CONFIG=/design/flow/config.mk WORK_HOME=/design/flow/orfs finish
```
`config.mk`:
```
export PLATFORM = sky130hd
export DESIGN_NAME = rd_bin_info
export DESIGN_NICKNAME = rd_bin_info
export VERILOG_FILES = /design/flow/design.v
export SDC_FILE = /design/flow/constraint.sdc
export NUM_CORES = 4
export LEC_CHECK = 1
export CORE_AREA = 10 10 111 111
export DIE_AREA = 0 0 121 121
```
`constraint.sdc`:
```
current_design rd_bin_info

set clk_period 1.0
set clk_io_pct 0.2

create_clock -name clk0 -period $clk_period [get_ports {clk}]

set non_clock_inputs [all_inputs -no_clocks]
set_input_delay [expr $clk_period * $clk_io_pct] -clock clk0 $non_clock_inputs
set_output_delay [expr $clk_period * $clk_io_pct] -clock clk0 [all_outputs]
```
`design.v`:
```
module rd_bin_info #(
        parameter WIDTH_CLAUSES = 8*2,
        parameter WIDTH_VARS = 12
    )
    (
        input                             clk,
        input                             rst,
        input                             start_rdinfo_i,
        output                            done_rdinfo_o,
        input                             data_en,
        input [WIDTH_VARS-1:0]            nv_all_i,
        input [WIDTH_CLAUSES-1:0]         nb_all_i,
        output reg [WIDTH_VARS-1:0]       nv_all_o,
        output reg [WIDTH_CLAUSES-1:0]    nb_all_o
    );
    always @(posedge clk)
    begin
        if(~rst)
            nv_all_o <= 0;
        else if(data_en)
            nv_all_o <= nv_all_i;
        else
            nv_all_o <= nv_all_o;
    end
    always @(posedge clk)
    begin
        if(~rst)
            nb_all_o <= 0;
        else if(data_en)
            nb_all_o <= nb_all_i;
        else
            nb_all_o <= nb_all_o;
    end
    assign done_rdinfo_o = start_rdinfo_i;
endmodule
```
==> flow_metrics.tcl <==
# collected from the flow reports
set metrics [dict create \
    total_track_usage_pct 4.07 \
    critical_path_class "reg -> out" \
    synth.cell_area_um2 1080 \
    drtAntennaViolNets 0 \
    cts.reportedPaths.clkPinSlew_ns 0.10 \
    timing.fmax_ghz 1.08 \
    grt_util_met3_pct 1.42 \
    synth_warnings 1 \
    gr-total-overflow 0 \
    leakagePower_nw 0.771 \
    holdWs_ns 0.400 \
    finalWeightedCongestion 0.665 \
    cts-hold-fix-buffers 0 \
    final_cell_utilization_of_the_core_pct 18.0 \
    synth_top_area_cells "dfxtp_1 (52%), mux2i_1 (26%), nor2b_1 (16%), buf_12 (3.7%), buf_6 (1.0%)" \
    hold_path_class "in -> out" \
    critical_path.top_delay_family "flip-flops" \
    synthAoiAreaFrac_pct 0 \
    die_area_um2 14600 \
    syn2layout_area_growth_pct 64.0 \
    drt_first_iter_violations 28 \
    min_period_ns 0.925 \
    status "finished, final reports clean" \
    htree_depth 1 \
    post-synth-top-area-cell "dfxtp_1" \
    initial_utilization_pct 11.0 \
    post_synth_mux_area_share_pct 25.9 \
    fillers 1074 \
    post_drt_via_cell_ratio 2.79 \
    cts.root.buffer_cell "clkbuf_8" \
    p_total_mw 2.30 \
    min_period_over_period_pct 92.5 \
    finalSetupViolCount 0 \
    grt_busiest_layer "met2" \
    tightest_pin_transition_ns 0.146 \
    io_buffer_count 58 \
    die_h_um 121 \
    grt.met2_usage_pct 6.26 \
    cts.path.max_buffers 2 \
    worst-endpoint-arrival_ns 0.72 \
    seqCellArea_um2 596 \
    global_route.usage.met1_pct 5.53 \
    syn_inst 90 \
    tritoncts_num_sinks 28 \
    critical_path.max_fanout 2 \
    routed_wirelength_um 3060 \
    cp_cell_instances "buf_2" \
    enable_flop_cells 0 \
    grt_antenna_before_repair 0 \
    post_detailed_route_drc_marker_count 0 \
    rsz0062_at_grt "no" \
    yosysSeqAreaShare_pct 51.8 \
    critical_path.slowest_cell "dfxtp_2" \
    route.detailed.wl_per_inst_um 10.8 \
    yosysChipArea_um2 1080 \
    irDropWorstVdd_mv 0.375 \
    synth-cells-yosys 90 \
    floorplan.core_area_um2 9860 \
    netlist_top_cells_count "dfxtp_1 (28), mux2i_1 (28), nor2b_1 (28)" \
    synth-xor-area-share_pct 0 \
    mi_logic_area_um2 455 \
    post_synth_num_cell_types 7 \
    timing.clock.skew_ns 0 \
    stage_log_warnings 25 \
    hpwlAfterDp_um 2350 \
    post-synth-top-area-fraction_pct 51.8 \
    dr.pass1.iters 2 \
    ys_async_sr_fraction_pct 0 \
    synth_area_per_cell_um2 12.0 \
    floorplan.die.width_um 121 \
    synth_flops 28 \
    top_logic_kind "multiplexers" \
    report.final.hold_viol_count 0 \
    drive_above_1_share_pct 43.3 \
    final_total_negative_setup_slack_ns 0 \
    standard_cell_row_count 36 \
    drv_slew 0 \
    cap_violations 0 \
    post_synth_fa_ha_maj_area_fraction_pct 0 \
    endpoint_kind "primary output" \
    worst_setup_path_start_kind "register" \
    cts_tree "built" \
    via_count_of_the_first_global_routing_pass 836 \
    via_count 789 \
    antenna_cells 0 \
    io-pin-count 61 \
    slew-limit-headroom_pct 90.0 \
    grt_start_max_net_pins 29 \
    required_time_of_the_critical_path_ns 0.80 \
    clk-insertion-delay-late_ns 0.27 \
    max_stage_delay_ns 0.34 \
    post_cts_buffers 0 \
    tritoncts.num_buffers 3 \
    critical_path.n_buffers_inverters 1 \
    synthFlopType "dfxtp_1" \
    synth-simple-area-share_pct 16.2 \
    power_per_cell_area_nw_per_um2 1300 \
    wire_length_of_the_first_global_routing_pass_um 4830 \
    cts-resized-gates 106 \
]
[flip-flops by register name, summed over array words and instances (netlist names)]
register,count
nv_all_o,12
nb_all_o,16
[final cells by class]
type                            instances  area share (%)
Timing Repair Buffer                   62            28.3
Multi-Input combinational cell         56            25.7
Tap cell                              133            9.37
Clock buffer                            4            3.10
Sequential cell                        28            33.5
[per-stage QoR]
step	std cells	cell area, µm²	setup WS (ns)
2_1_floorplan	90	1080	0.177
3_3_place_gp	279	1830	-0.0894
3_5_place_dp	279	1830	-0.0926
4_1_cts	283	1820	0.000361
5_1_grt	283	1780	0.0292
6_report	283	1780	0.0755
[power by group]
group | switching, mW | internal [mW]
clock network | 0.368 | 0.353
logic | 0.111 | 0.248
registers | 0.0297 | 1.19
total | 0.509 | 1.79
[final timing paths]
check | from | endpoint | slack (ns) | cells after the start
setup / recovery | nb_all_o[14] | nb_all_o[14] | 0.08 | 1
hold / removal | start_rdinfo_i | done_rdinfo_o | 0.40 | 0
setup reg to reg | nv_all_o[7] | nv_all_o[7] | 0.29 | 3
hold reg to reg | nb_all_o[3] | nb_all_o[3] | 0.51 | 2
[kinds of logic (layout without fill, tap and decap cells)]
group | count (synthesis) | in the layout
buf+inv | 6 | 66
flops | 28 | 28
mux | 28 | 28
simple gates | 28 | 28
[per-layer routing]
metal | share of wire, % | wire length [µm] | vias to the layer above
met3 | 7.9 | 241 | 2
met5 | 0 | 0 | -
met1 | 46 | 1420 | 346
met2 | 45 | 1380 | 24
met4 | 0.46 | 14 | 0
li1 | - | - | 417
[cell usage in the layout (no fill, tap or decap), drive strengths merged]
cell type	synthesis	final
buf	4	24
clkbuf	2	13
clkdlybuf4s50	0	29
dfxtp	28	28
mux2i	28	28
nor2b	28	28
