<file path="flow/run.sh">
#!/bin/bash
# OpenROAD 26Q1-2900-gdf79404cd8, Yosys 0.63+post, stock flow scripts
make -C /OpenROAD-flow-scripts/flow DESIGN_CONFIG=/design/flow/config.mk WORK_HOME=/design/flow/orfs finish
</file>
<file path="flow/config.mk">
export PLATFORM = sky130hd
export DESIGN_NAME = c_len8
export DESIGN_NICKNAME = c_len8
export VERILOG_FILES = /design/flow/design.v
export SDC_FILE = /design/flow/constraint.sdc
export NUM_CORES = 4
export LEC_CHECK = 1
export CORE_AREA = 10 10 70 70
export DIE_AREA = 0 0 80 80
</file>
<file path="flow/constraint.sdc">
current_design c_len8

set clk_period 3.5
set clk_io_pct 0.2

create_clock -name clk0 -period $clk_period

set non_clock_inputs [all_inputs -no_clocks]
set_input_delay [expr $clk_period * $clk_io_pct] -clock clk0 $non_clock_inputs
set_output_delay [expr $clk_period * $clk_io_pct] -clock clk0 [all_outputs]
</file>
<file path="flow/design.v">
module c_len1 #(
        parameter NUM = 1,
        parameter WIDTH = 4
    )
    (
        input [NUM*2-1 : 0]     clause_i,
        output [WIDTH-1 : 0]    len_o
    );
    assign len_o = clause_i != 0? 1 : 0;
endmodule
module c_len8 #(
        parameter NUM = 8,
        parameter WIDTH = 3
    )
    (
        input [NUM*2-1 : 0]     clause_i,
        output [WIDTH-1 : 0]    len_o
    );
    parameter NUM_SUB = NUM;
    wire [NUM_SUB*2/2-1 : 0]     clause_i_0, clause_i_1;
    wire [WIDTH-1 : 0]           len_o_0, len_o_1;
    assign {clause_i_1, clause_i_0} = clause_i;
    assign len_o = len_o_1 + len_o_0;
    c_len4 #(
        .WIDTH(WIDTH)
    )
    c_len4_0(
        .clause_i(clause_i_0),
        .len_o(len_o_0)
    );
    c_len4 #(
        .WIDTH(WIDTH)
    )
    c_len4_1(
        .clause_i(clause_i_1),
        .len_o(len_o_1)
    );
endmodule
module c_len4 #(
        parameter NUM = 4,
        parameter WIDTH = 3
    )
    (
        input [NUM*2-1 : 0]     clause_i,
        output [WIDTH-1 : 0]    len_o
    );
    parameter NUM_SUB = NUM;
    wire [NUM_SUB*2/2-1 : 0]     clause_i_0, clause_i_1;
    wire [WIDTH-1 : 0]           len_o_0, len_o_1;
    assign {clause_i_1, clause_i_0} = clause_i;
    assign len_o = len_o_1 + len_o_0;
    c_len2 #(
        .WIDTH(WIDTH)
    )
    c_len2_0(
        .clause_i(clause_i_0),
        .len_o(len_o_0)
    );
    c_len2 #(
        .WIDTH(WIDTH)
    )
    c_len2_1(
        .clause_i(clause_i_1),
        .len_o(len_o_1)
    );
endmodule
module c_len2 #(
        parameter NUM = 2,
        parameter WIDTH = 3
    )
    (
        input [NUM*2-1 : 0]     clause_i,
        output [WIDTH-1 : 0]    len_o
    );
    parameter NUM_SUB = NUM;
    wire [NUM_SUB*2/2-1 : 0]     clause_i_0, clause_i_1;
    wire [WIDTH-1 : 0]           len_o_0, len_o_1;
    assign {clause_i_1, clause_i_0} = clause_i;
    assign len_o = len_o_1 + len_o_0;
    c_len1 #(
        .WIDTH(WIDTH)
    )
    c_len1_0(
        .clause_i(clause_i_0),
        .len_o(len_o_0)
    );
    c_len1 #(
        .WIDTH(WIDTH)
    )
    c_len1_1(
        .clause_i(clause_i_1),
        .len_o(len_o_1)
    );
endmodule
</file>
==> summary.txt <==
Physical implementation status

The run finished, with violations left. The checks that failed: negative setup slack. The final instance area stands at 448 um^2.

The report lists the cells along the critical path as buf_6 > nor2_4 > fa_1 > inv_2 > fa_1 > inv_2 > fa_1 > inv_2 > ha_4 > inv_2 > fa_2 > inv_2 > buf_2. The post-route utilization of the core is recorded as 13.1%. The via count of the first global-routing pass came to 235.

The sequential fraction of the synthesis area stands at 0%. The count of fill cells added during filler insertion stands at 396. The count of max-cap constraint violations stands at 0. The synthesized netlist was found by Yosys to have 22 cells. Per the detail_route log, the uppermost layer with routed signals is met3.

STA puts the critical path data arrival time at roughly 3.3 ns. The count of vias placed by the detailed router stands at between 150 and 200. The half-perimeter wire length after detailed placement stands at between 600 and 700 um.

The port buffer count stands at 19. For this block, the routed nets add up to about 670 um of wire. Wire segments on met2 add up to 180 um in the final route.

Sequential cells burn 0% of the power. The horizontal extent of the die stands at 80 um. Setup repair after global routing could not meet its margin everywhere.

The initial antenna violation count is 0. The longest incremental delay of any stage on the critical path is reported as between 0.5 and 0.6 ns. In this run the cell area of the synthesized design comes to around 180 um^2.

The combinational cell fraction of total power stands at 100.0%. The fraction of the cycle the final worst path needs stands at 114%. TritonRoute output was used to compute an average wire per cell of 7.70 um.

The worst-case hold slack stands at about 2.1 ns. The final-layout clock buffer total stands at 0. The largest individual stage delay along the critical path comes from the cell fa_1. The post-route worst setup slack stands at -0.500 ns. The leakage dissipation stands at just under 0.0002 uW.

The most numerous cell type found on the critical path is inv_2. Note that the worst hold path type here is input pin to output pin. For hold timing, the worst endpoint is len_o[2].

The report puts the hold buffer count at CTS at 0. Entering global routing, the biggest net connects 2 pins. The critical path is of the input pin to output pin type. After the flow finishes, the layout carries non-filler instances totaling a little under 90. The number of warnings issued by yosys stands at 0. The stage-log warning count stands at 35. The yosys synthesis chip area stands at about 180 um^2. The share of total power consumed by net switching stands at 38.3%. The synthesized area divided by synthesized cell count stands at about 8 um^2. The worst setup path is launched from an input pin. In the final report, the number of endpoints failing setup comes to 3. Dividing the detail-routed via count by the number of cells gives between 2 and 2.5. The post-synthesis cell count stands at 22. The total global-route track usage stands at between 2 and 2.5%. The critical path endpoint has a required time of between 2 and 3 ns.

The number of DRC markers after the initial detailed-route iteration stands at 1. After detailed routing, the met3 layer carries 124 um of wire. The script parses the final routing iteration and logs DRC violations as 0.

According to the cell report, flip-flops and latches in the layout number 0. The worst path in the final design needs a cycle of 4.00 ns, including I/O delays and setup. The wire length on met1 stands at between 300 and 400 um. The script extracted a net switching power of 37.3 uW. The part of the total power dissipated in the clock network stands at 0%. Per the hold report, the tightest min-delay path originates at clause_i[8]. After its last routability iteration, the placer logged a weighted congestion of between 0.8 and 0.9. Row generation in the floorplan step produced 21 rows.

Per the OpenROAD floorplan log, the area of the core is 0.00342 mm^2. Across all checked pins, the minimum headroom to the slew limit is around nine tenths. The total instance count after detailed placement stands at between 80 and 90. The wire length of the first global-routing pass stands at between 1000 and 1500 um. The top fanout value on the critical path stands at 1.

The floorplan step set the die height to around 80 um. The number of diodes added for antenna fixing stands at 0. The number of different library cells in the post-synthesis netlist stands at 6.

The detail route stage leaves a number of antenna-violating nets equal to 0. The area of all sequential standard cells stands at 0 um^2. During I/O placement, the number of pins put on the boundary was 19. The total power divided by cell area stands at roughly 220 mW/mm^2. The area growth from synthesis to layout stands at 152%. The power report lists cell-internal power as approximately 60 uW. The final hold violation count recorded for this run is 0. In the floorplan report the effective utilization is under 10%. The iteration count recorded for the first detailed-route pass is 2. The aggregate global routing overflow stands at 0. The analysis reports a worst IR drop on VDD of 0.0000556 V. The worst setup path is captured at an output pin.

At the pin with the least slew margin, the transition time is roughly 0.16 ns. Cells with a size suffix above 1 make up between 40% and 50% of the layout. The floorplan die area stands at between 0.006 and 0.007 mm^2. Static timing analysis puts the maximum clock frequency at around 0.25 GHz. The placed instances occupy a cell area of 435 um^2. The final max-slew violation count recorded for this run is 0.

The number of cells on the worst hold path is listed as 6.
[per-stage QoR]
stage / setup slack [ns] / setup TNS [ns] / total power, uW
after floorplan: -0.142 / -0.275 / 32.6
after global placement: -1.26 / -3.31 / 92.4
after detailed placement: -1.29 / -3.38 / 94.7
after CTS: -0.541 / -1.11 / 86.7
after global routing: -0.584 / -1.20 / 113
final: -0.500 / -0.952 / 97.4
[logic make-up after synthesis]
family / count (synthesis) / share of synthesized area [%]
and+or+nand+nor: 8 / 21.1
buffers and inverters: 7 / 14.8
adders and majority gates: 6 / 59.2
xor gates and xnor gates: 1 / 4.93
[area by class of cell]
cell class | count | area, um^2 | share of cell area (%)
timing repair buffer | 19 | 185 | 41.3
multi-input combinational | 15 | 179 | 39.9
tap | 46 | 57.6 | 12.8
inverter | 7 | 26.3 | 5.87
[cell usage after synthesis]
library cell,count,area [um^2]
xnor2_1,1,8.76
or2_1,3,18.8
nor2_1,5,18.8
fa_1,4,80.1
inv_1,7,26.3
ha_1,2,25.0
[what timing repair did]
action | 4_1_cts | 5_1_grt
endpoints found under the setup margin | 3 | 3
gates resized | 39 | 8
pin swaps | 6 | 6
setup buffers | 0 | 0
[metal layers]
| layer | GRT usage [%] | up-vias |
|---|---|---|
| li1 | - | 99 |
| met1 | 3.22 | 81 |
| met2 | 2.65 | 18 |
| met3 | 1.25 | 0 |
| met4 | 0 | 0 |
| met5 | 0 | - |
[critical path: cells and delay by family]
kind / cells / cell delay, ns
buffers and inverters: 7 / 0.40
adder cells (fa/ha/maj): 5 / 2.17
AND/OR/NAND/NOR: 1 / 0.03
[cell usage in the layout (no fill, tap or decap)]
cell type        netlist  layout
buf_2                  0       4
buf_6                  0       4
buf_8                  0       1
clkdlybuf4s50_1        0       8
dlymetal6s2s_1         0       2
fa_1                   4       3
fa_2                   0       1
ha_1                   2       1
ha_4                   0       1
inv_1                  7       2
inv_2                  0       5
nor2_1                 5       2
nor2_2                 0       2
nor2_4                 0       1
or2_1                  3       3
xnor2_1                1       1
[worst max-delay path by stage]
stage,startpoint,endpoint,slack (ns)
4_1_cts,clause_i[4],len_o[1],-0.54
5_1_grt,clause_i[3],len_o[1],-0.58
6_report,clause_i[3],len_o[1],-0.50
[power groups by stage]
| stage | Sequential [uW] | Combinational, uW | Clock (uW) |
|---|---|---|---|
| 4_1_cts | 0 | 86.7 | 0 |
| 6_report | 0 | 97.4 | 0 |
| 5_1_grt | 0 | 113 | 0 |
Power and IR drop assume default switching activity.
