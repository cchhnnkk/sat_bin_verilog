## flow/config.mk

```make
export PLATFORM = sky130hd
export DESIGN_NAME = max_in_8_datas
export DESIGN_NICKNAME = max_in_8_datas
export VERILOG_FILES = /design/flow/design.v
export SDC_FILE = /design/flow/constraint.sdc
export NUM_CORES = 4
export LEC_CHECK = 1
export CORE_AREA = 10 10 92 92
export DIE_AREA = 0 0 102 102
```

## flow/constraint.sdc

```tcl
current_design max_in_8_datas

set clk_period 13.9
set clk_io_pct 0.2

create_clock -name clk0 -period $clk_period

set non_clock_inputs [all_inputs -no_clocks]
set_input_delay [expr $clk_period * $clk_io_pct] -clock clk0 $non_clock_inputs
set_output_delay [expr $clk_period * $clk_io_pct] -clock clk0 [all_outputs]
```

## flow/design.v

```verilog
module max_in_8_datas #(
		parameter NUM = 8,
		parameter WIDTH = 5
		)
	(
	 input [NUM*WIDTH-1 : 0] data_i,
	 output [WIDTH-1 : 0]    data_o,
	 output [NUM-1 : 0]      index_o
	);
    parameter NUM_SUB = NUM/2;
    wire [NUM_SUB*WIDTH-1 : 0] data_i_0, data_i_1;
    wire [WIDTH-1 : 0]         data_o_0, data_o_1;
    wire [NUM/2-1 : 0]         index_o_0, index_o_1;
    assign {data_i_1, data_i_0} = data_i;
    assign data_o = data_o_0 >= data_o_1 ? data_o_0 : data_o_1;
    assign index_o = data_o_0 >= data_o_1 ? {4'd0, index_o_0} : {index_o_1, 4'd0};
	max_in_4_datas #(
			.WIDTH(WIDTH)
			)
	max_in_4_datas_inst0 (
			.data_i(data_i_0),
			.data_o(data_o_0),
			.index_o(index_o_0)
			);
	max_in_4_datas #(
			.WIDTH(WIDTH)
			)
	max_in_4_datas_inst1 (
			.data_i(data_i_1),
			.data_o(data_o_1),
			.index_o(index_o_1)
			);
endmodule
module max_in_4_datas #(
		parameter NUM = 4,
		parameter WIDTH = 5
		)
	(
	 input [NUM*WIDTH-1 : 0] data_i,
	 output [WIDTH-1 : 0]    data_o,
	 output [NUM-1 : 0]      index_o
	);
	parameter NUM_SUB = NUM/2;
	wire [NUM_SUB*WIDTH-1 : 0] data_i_0, data_i_1;
	assign {data_i_1, data_i_0} = data_i;
	wire [WIDTH-1 : 0]         data_o_0, data_o_1;
	assign data_o = data_o_0 >= data_o_1 ? data_o_0 : data_o_1;
	wire [NUM/2-1 : 0]         index_o_0, index_o_1;
	assign index_o = data_o_0 >= data_o_1 ? {2'd0, index_o_0} : {index_o_1, 2'd0};
	max_in_2_datas #(
			.WIDTH(WIDTH)
			)
	max_in_2_datas_inst0 (
			.data_i(data_i_0),
			.data_o(data_o_0),
			.index_o(index_o_0)
			);
	max_in_2_datas #(
			.WIDTH(WIDTH)
			)
	max_in_2_datas_inst1 (
			.data_i(data_i_1),
			.data_o(data_o_1),
			.index_o(index_o_1)
			);
	endmodule
module max_in_2_datas #(
		parameter NUM = 2,
		parameter WIDTH = 5
		)
	(
	 input [NUM*WIDTH-1 : 0] data_i,
	 output [WIDTH-1 : 0]    data_o,
	 output [NUM-1 : 0]      index_o
	);
	parameter NUM_SUB = NUM;
	wire [NUM_SUB*WIDTH/2-1 : 0] data_i_0, data_i_1;
	assign {data_i_1, data_i_0} = data_i;
	assign data_o = data_i_0 >= data_i_1 ? data_i_0 : data_i_1;
	assign index_o = data_i_0 >= data_i_1 ? 2'b01 : 2'b10;
	endmodule
```

## flow/run.sh

```bash
#!/bin/bash
# OpenROAD 26Q1-2900-gdf79404cd8, Yosys 0.63+post, stock flow scripts
make -C /OpenROAD-flow-scripts/flow DESIGN_CONFIG=/design/flow/config.mk WORK_HOME=/design/flow/orfs finish
```

==> summary.rpt <==
================================================================================
Ys cells                                                                     191
Count of antenna diodes in the layout                                          0
Biggest fanout along the worst timing path                                    11
Internal power summed over all cells                                   0.0849 mW
Power density normalized to cell area                                75.1 nW/µm²
Max_slew headroom                                                          55.3%
Total Wirelength                                                         3790 µm
Worst slew pin tran                                                       668 ps
GP Congestion                                                              0.837
Fraction of final layout cells sized beyond drive strength 1               8.82%
Switching part of the total power                                          43.9%
Total leakage power                                                     0.982 nW
Number of clock buffers in the layout                                          0
Total number of yosys warnings                                                 0
Result of the run                                                   complete, no violations
Cell type group with the largest total delay on the critical path   AND-OR/OR-AND gates
Maxcap violations                                                              0
# placed instances                                                           315
Post-CTS Setup Repair Bufs                                                     0
Instance count of the mapped netlist                                         191
Biggest area contributors in the synthesized netlist                sky130_fd_sc_hd__ha_1, sky130_fd_sc_hd__mux2i_1, sky130_fd_sc_hd__inv_1, sky130_fd_sc_hd__a21oi_1, sky130_fd_sc_hd__mux2_2
Worst Hold Class                                                       in -> out
Number of global-route vias before repair                                   1353
Gate power share                                                          100.0%
Synth area leader                                                   sky130_fd_sc_hd__ha_1
Fraction of the core area occupied by cells at floorplan                   22.1%
Largest net degree at the start of global routing                             13
Number of setup violations in the final report                                 0
Fmax                                                                    88.6 MHz
Width of the die                                                          102 µm
Sequential share of power                                                     0%
Clock period minus final worst setup slack                              11280 ps
Via density per instance                                                    4.33
Vias after detailed routing                                                 1364
Worst setup SP type                                                 primary input
Hold path startpoint                                                  data_i[38]
Critical Path Sink Type                                               output pin
Setup TNS                                                                   0 ps
Die Y                                                                     102 µm
Highest ir drop seen on vdd                                              33.1 µV
Worst Hold End                                                        index_o[7]
Hpwl dp                                                                  3550 µm
Number of I/O pins                                                            53
WHS Path Cells                                                                 7
Hold violation count in the final report                                       0
Flop area                                                                  0 µm²
Number of routed nets with antenna violations                                  0
Period utilization                                                         81.2%
Global-route usage over all layers                                         7.27%
Share of the yosys chip area belonging to registers                           0%
Post-synthesis cell type count                                                46
Post-Route Hold Slack                                                    6840 ps
Most common cell in the netlist                                     sky130_fd_sc_hd__ha_1
Number of buffer cells added on primary ports                                 53
Peak per-stage delay on the critical path                                 510 ps
Required time at the endpoint of the critical path                      11120 ps
Critical Path Start                                                   data_i[17]
Standard-cell row count                                                       29
Mapped Area                                                             1430 µm²
Max stage delay cell, worst path                                    sky130_fd_sc_hd__nor2_1
Number of antenna violations at the first check in global routing              0
Data arrival time of the critical path                                   8500 ps
Placeable core region                                                   6460 µm²
First-pass GRT wire length                                               6350 µm
Fill count                                                                   680
Tool warning count                                                            32
Remaining DRCs                                                                 0
Average footprint of a synthesized cell                                 7.49 µm²
Non-filler instance count after layout                                       315
Top cell types by occurrence after synthesis                        sky130_fd_sc_hd__ha_1, sky130_fd_sc_hd__inv_1, sky130_fd_sc_hd__a21oi_1
Chip area estimate from yosys synthesis                                 1430 µm²
Sum of internal, switching and leakage power                            0.151 mW
Die ar.                                                                10400 µm²
First DRT Iteration DRCs                                                      24
CTS-repair resized insts                                                       0
Area overhead of the layout relative to synthesis                          41.0%
Final number of max-transition violations                                      0
Clock share of power                                                          0%
Bufs and invs on worst path                                                    4
Pre-antenna DRT Iters                                                          3
Category of the critical setup timing path                             in -> out
Remaining global-route overflow                                                0
RSZ-0062 raised after global routing                                       false
Hold buffers post-CTS                                                          0
Wire length per cell                                                     12.0 µm
Synth top area share                                                       28.9%
Power spent charging and discharging nets                              0.0665 mW
Seq_cells                                                                      0
================================================================================
worst max path at each step:
stage,endpoint,cells past startpoint,slack [ps]
after CTS,data_o[0],26,2560
after global routing,data_o[0],26,2050
final,data_o[0],26,2620
worst min-delay path, cell delays in order:
cell	delay, ps
sky130_fd_sc_hd__clkdlybuf4s50_1	420
sky130_fd_sc_hd__inv_1	60
sky130_fd_sc_hd__ha_1	170
sky130_fd_sc_hd__a31oi_4	140
sky130_fd_sc_hd__nand2_1	60
sky130_fd_sc_hd__nor2_1	40
sky130_fd_sc_hd__clkdlybuf4s50_1	390
layout by cell type (no fill, tap or decap), types with 4 or more instances in the layout:
master / n
sky130_fd_sc_hd__clkdlybuf4s50_1: 53
sky130_fd_sc_hd__nand2_1: 13
sky130_fd_sc_hd__and3_1: 5
sky130_fd_sc_hd__nor2b_1: 6
sky130_fd_sc_hd__inv_1: 32
sky130_fd_sc_hd__mux2_2: 5
sky130_fd_sc_hd__a21oi_1: 16
sky130_fd_sc_hd__ha_1: 33
sky130_fd_sc_hd__nor2_1: 8
sky130_fd_sc_hd__mux2i_1: 12
sky130_fd_sc_hd__o21ai_0: 7
sky130_fd_sc_hd__o21ai_2: 4
cell type report:
class / count / area (µm²) / share of cell area, %
Tap cell: 77 / 96.3 / 4.78
Inverter: 32 / 120 / 5.96
Timing Repair Buffer: 53 / 531 / 26.3
Multi-Input combinational cell: 153 / 1270 / 63.0
power groups by stage:
stage	combinational (mW)	sequential, mW	clock (mW)
after CTS	0.155	0	0
after global routing	0.172	0	0
final	0.151	0	0
routing by layer:
layer  vias up  track usage, %  part of all wire (%)
met2        24            11.8                    45
met1       567            10.4                    49
met5         -               0                     0
li1        773               -                     -
met4         0               0                     0
met3         0            1.36                   6.0
metrics by stage:
stage                     area (µm²)  worst slack [ps]  util, %
final                           2020              2620     31.2
after global routing            2020              2050     31.2
after CTS                       2020              2560     31.2
after detailed placement        2020              2590     31.2
after global placement          2020              2680     31.2
after floorplan                 1430              4160        -
logic make-up after synthesis:
logic type	share of synthesized area, %
adder cells (fa/ha/maj)	30.4
buffers and inverters	11.2
multiplexers	15.0
AND/OR/NAND/NOR	20.6
AND-OR/OR-AND	22.8
Power is estimated from default activity; no workload was simulated.
