`flow/config.mk`:
```
export PLATFORM = sky130hd
export DESIGN_NAME = decision
export DESIGN_NICKNAME = decision
export VERILOG_FILES = /design/flow/design.v
export SDC_FILE = /design/flow/constraint.sdc
export NUM_CORES = 4
export LEC_CHECK = 1
export CORE_UTILIZATION = 40
```
`flow/constraint.sdc`:
```
current_design decision

set clk_period 4.7
set clk_io_pct 0.2

create_clock -name clk0 -period $clk_period [get_ports {clk}]

set non_clock_inputs [all_inputs -no_clocks]
set_input_delay [expr $clk_period * $clk_io_pct] -clock clk0 $non_clock_inputs
set_output_delay [expr $clk_period * $clk_io_pct] -clock clk0 [all_outputs]
```
`flow/design.v`:
```
module dcd_in_var1 #(
        parameter NUM = 1,
        parameter WIDTH = 3
    )
    (
        input [NUM*WIDTH-1 : 0] value_i,
        input [1:0]             lock_cnt_i,
        output [1:0]            lock_cnt_o,
        output [NUM-1 : 0]      index_o
    );
    assign lock_cnt_o = lock_cnt_i!=0?2'b11:(value_i==0? 2'b01:2'b00);
    assign index_o = lock_cnt_o == 1? 1 : 0;
endmodule
module dcd_in_var8 #(
        parameter NUM = 8,
        parameter WIDTH = 3
    )
    (
        input [NUM*WIDTH-1 : 0] value_i,
        input [1:0]             lock_cnt_i,
        output [1:0]            lock_cnt_o,
        output [NUM-1 : 0]      index_o
    );
    parameter NUM_SUB = NUM;
    wire [NUM_SUB*WIDTH/2-1 : 0] value_i_0, value_i_1;
    wire [NUM/2-1 : 0]           index_o_0, index_o_1;
    wire [1:0]                   lock_cnt_o_0;
    assign {value_i_1, value_i_0} = value_i;
    assign index_o = {index_o_1, index_o_0};
    dcd_in_var4 #(
        .WIDTH(WIDTH)
    )
    dcd_in_var4_0(
        .value_i(value_i_0),
        .lock_cnt_i(lock_cnt_i),
        .lock_cnt_o(lock_cnt_o_0),
        .index_o(index_o_0)
    );
    dcd_in_var4 #(
        .WIDTH(WIDTH)
    )
    dcd_in_var4_1(
        .value_i(value_i_1),
        .lock_cnt_i(lock_cnt_o_0),
        .lock_cnt_o(lock_cnt_o),
        .index_o(index_o_1)
    );
endmodule
module dcd_in_var4 #(
        parameter NUM = 4,
        parameter WIDTH = 3
    )
    (
        input [NUM*WIDTH-1 : 0] value_i,
        input [1:0]             lock_cnt_i,
        output [1:0]            lock_cnt_o,
        output [NUM-1 : 0]      index_o
    );
    parameter NUM_SUB = NUM;
    wire [NUM_SUB*WIDTH/2-1 : 0] value_i_0, value_i_1;
    wire [NUM/2-1 : 0]           index_o_0, index_o_1;
    wire [1:0]                   lock_cnt_o_0;
    assign {value_i_1, value_i_0} = value_i;
    assign index_o = {index_o_1, index_o_0};
    dcd_in_var2 #(
        .WIDTH(WIDTH)
    )
    dcd_in_var2_0(
        .value_i(value_i_0),
        .lock_cnt_i(lock_cnt_i),
        .lock_cnt_o(lock_cnt_o_0),
        .index_o(index_o_0)
    );
    dcd_in_var2 #(
        .WIDTH(WIDTH)
    )
    dcd_in_var2_1(
        .value_i(value_i_1),
        .lock_cnt_i(lock_cnt_o_0),
        .lock_cnt_o(lock_cnt_o),
        .index_o(index_o_1)
    );
endmodule
module dcd_in_var2 #(
        parameter NUM = 2,
        parameter WIDTH = 3
    )
    (
        input [NUM*WIDTH-1 : 0] value_i,
        input [1:0]             lock_cnt_i,
        output [1:0]            lock_cnt_o,
        output [NUM-1 : 0]      index_o
    );
    parameter NUM_SUB = NUM;
    wire [NUM_SUB*WIDTH/2-1 : 0] value_i_0, value_i_1;
    wire [NUM/2-1 : 0]           index_o_0, index_o_1;
    wire [1:0]                   lock_cnt_o_0;
    assign {value_i_1, value_i_0} = value_i;
    assign index_o = {index_o_1, index_o_0};
    dcd_in_var1 #(
        .WIDTH(WIDTH)
    )
    dcd_in_var1_0(
        .value_i(value_i_0),
        .lock_cnt_i(lock_cnt_i),
        .lock_cnt_o(lock_cnt_o_0),
        .index_o(index_o_0)
    );
    dcd_in_var1 #(
        .WIDTH(WIDTH)
    )
    dcd_in_var1_1(
        .value_i(value_i_1),
        .lock_cnt_i(lock_cnt_o_0),
        .lock_cnt_o(lock_cnt_o),
        .index_o(index_o_1)
    );
endmodule
module decision #(
        parameter NUM_VARS = 8,
        parameter WIDTH_LVL = 16
    )
    (
        input                             clk, 
        input                             rst, 
        input                             load_lvl_en,
        input      [WIDTH_LVL-1:0]        load_lvl_i,
        input                             decision_pulse,
        input      [NUM_VARS*3-1:0]       vars_value_i,
        output reg [NUM_VARS-1:0]         index_decided_o,
        output reg                        decision_done,
        input                             apply_bkt_i,
        input      [WIDTH_LVL-1:0]        bkt_lvl_i,
        output     [WIDTH_LVL-1:0]        cur_lvl_o
    );
    reg [WIDTH_LVL-1:0]                   next_lvl_r;
    always @(posedge clk) begin
        if(~rst)
            next_lvl_r <= -1;
        else if(load_lvl_en)                       
            next_lvl_r <= load_lvl_i+1;  
        else if(decision_pulse)                    
            next_lvl_r <= next_lvl_r+1;
        else if(apply_bkt_i)                       
            next_lvl_r <= bkt_lvl_i;
        else
            next_lvl_r <= next_lvl_r;
    end
    assign cur_lvl_o = next_lvl_r-1;
    wire [NUM_VARS-1:0] index_w;
    dcd_in_var8 dcd_in_var8(
        .value_i   (vars_value_i),
        .lock_cnt_i(2'd0),
        .lock_cnt_o(),
        .index_o   (index_w)
    );
    always @(posedge clk)
    begin
        if(~rst)
            index_decided_o <= 0;
        else if(decision_pulse)
            index_decided_o <= index_w;
        else
            index_decided_o <= 0;
    end
    always @(posedge clk)
    begin
        if(~rst)
            decision_done <= 0;
        else if(decision_pulse)
            decision_done <= 1;
        else
            decision_done <= 0;
    end
endmodule
```
`flow/run.sh`:
```
#!/bin/bash
# OpenROAD 26Q1-2900-gdf79404cd8, Yosys 0.63+post, stock flow scripts
make -C /OpenROAD-flow-scripts/flow DESIGN_CONFIG=/design/flow/config.mk WORK_HOME=/design/flow/orfs finish
```
==> GITHUB_STEP_SUMMARY <==
## Synthesis and layout report

| Metric | Value |
|---|---|
| Flops & latches, synth | 25 |
| M1 GR Usage | 0.3803 |
| Buffers on Ports | 85 |
| GRT Resource Usage Total | 0.2150 |
| Most numerous cell in the Yosys netlist | nand2_1 |
| Die Y | 72.41 um |
| Vias/cell | 5.261 |
| GR met2 Demand/Resource | 0.2928 |
| Critical path data arrival time | between 2 and 3 ns |
| Worst Skew | 0.006191 ns |
| Hold EP | next_lvl_r[1]$_SDFFE_PN1P_ |
| CTS tree | built |
| Top post-synthesis cells by area | dfxtp_1, xnor2_1, xor2_1 |
| Adder Area Share | 0.01893 |
| Syn_area_per_cell | 7.512 um2 |
| Top cells by count | nand2_1, dfxtp_1, nor2_1 |
| CP startpoint kind | register |
| Synth Flop Type | dfxtp_1 |
| Top comb family, area | simple AND/OR/NAND/NOR gates |
| WP data required | 3.76 ns |
| Late-Pin Clk Latency | 0.27 ns |
| Total routed wirelength | 5396 um |
| Core area | about 4800 um2 |
| Post-Synth Simple-Gate Area | 0.3281 |
| Vias | 2115 |
| Init Core Util | 0.4171 |
| Mapped cell area | between 1500 and 2000 um2 |
| Remaining routing DRC violations | 0 |
| HP Class | reg -> reg |
| Post-synth top area cell | dfxtp_1 |
| Crit-path max FO | 11 |
| Total power draw | 0.5794 mW |
| Yosys warns | 1 |
| Io pins | between 80 and 90 |
| XOR/XNOR Area Share | 0.1325 |
| Number of cells on the worst hold path | 2 |
| Netlist cell types | roughly 50 |
| GR Overflow Total | 0 |
| Synth Instances | 264 |
| Least-Margin Pin Slew | roughly 0.65 ns |
| PD cells | 201.9 nW/um2 |
| Die width | approximately 72 um |
| Yosys top cell area share | 0.2524 |
| Rows | 25 |
| Log Warnings | 27 |
| CTS Buf Count | 3 |
| N_diodes | 0 |
| Crit Path Class | reg -> out |
| Worst hold start | next_lvl_r[1]$_SDFFE_PN1P_ |
| Vias in the first global route | 1754 |
| Register-to-Register Path Depth | 6 |
| Number of enable flip-flop cells | 0 |
| Outcome | completed |
| Ys async rst share | 0 |
| Die area | ~5200 um2 |
| Clock root cell | clkbuf_8 |
| # Cells Yosys | roughly 260 |
| DR WL/cell | 13.42 um |
| Fin util | 0.6037 |
| Leak | 1.029 nW |
| Met3 GRT Util | 0.02254 |
| CTS max path bufs | 2 |
| Final Hold Violating Endpoints | 0 |
| Reg-to-reg endpoint | next_lvl_r[14]$_SDFFE_PN1P_ |
| Slew HR | 0.5650 |
| Most used routing layer | met1 |
| Antenna Nets Post-Route | 0 |
| H-Tree Depth | 1 |
| 1st-iter DRT viols | about 150 |
| FF-to-FF Start | next_lvl_r[0]$_SDFFE_PN1P_ |
| Max-slew violations | 0 |
| Fmax achieved | between 200 and 300 MHz |
| Setup Viol. Count Final | 0 |
| CTS resizes | 0 |
| Pre-Repair DR Iteration Count | 5 |
| Register area share after synthesis | 0.2524 |
| Setup_tns | 0 ns |
| Chip area in the Yosys report | approximately 2000 um2 |
| Final min period | 3.547 ns |
| # hold bufs at CTS | 0 |
| Global-route wire length before repair | approximately 8700 um |
| Post-CTS Setup Inserts | 0 |
| Layout area overhead | 44.73% |
| R2r setup slk | 2.81 ns |
| Hpwl dp | approximately 4300 um |
| Initial antenna violation count | 0 |
| RSZ-0062 raised after global routing | no |
| Multiplexer share | 0.04101 |
| Clock sink count | 25 |
| Max capacitance violation total | 0 |
| Ao+oa area frac | 0.1615 |
| Clock slew at reported path FFs | 0.09 ns |
| RePlAce Congestion | 0.8475 |
| Fin crit share | 0.7546 |
| Share of post-route cells with drive strength above 1 | 0.04478 |
| Worst Setup End Kind | output pin |
| Pin count of the biggest net entering global routing | 27 |
| Maximum vdd drop | between 0.1 and 0.15 mV |
-- kinds of logic (layout without fill, tap and decap cells) --
kind of cell / count (synthesis) / in the layout
compound gates: 48 / 48
xor+xnor: 30 / 30
fa+ha+maj: 3 / 3
buf+inv: 26 / 97
flops: 25 / 25
mux: 8 / 8
simple gates: 124 / 124
-- state kept, by name (all words and copies together) (netlist names) --
| signal | flops |
|---|---|
| next_lvl_r | 16 |
| decision_done | 1 |
| index_decided_o | 8 |
-- critical path, cell delays in order, from the launching register on --
cell and delay, ns:
dfxtp_1 0.43, nor4_1 0.47, nand3_1 0.23, or3b_4 0.46, nor3_2 0.13, xor2_1 0.15, clkdlybuf4s50_1 0.47
-- metrics by stage --
step | cells | hold WS, ns | worst slack [ns] | cell area, um2
after floorplan | 264 | 0.5235 | 2.072 | 1983
after global placement | 398 | 0.6155 | 1.459 | 2821
after detailed placement | 398 | 0.5874 | 1.454 | 2821
after CTS | 402 | 0.6097 | 1.147 | 2870
after global routing | 402 | 0.6996 | 0.9630 | 2870
final | 402 | 0.6090 | 1.153 | 2870
-- worst max-delay path by stage --
stage / start / to / slack [ns] / depth (start not counted)
after CTS: next_lvl_r[2]$_SDFFE_PN1P_ / cur_lvl_o[15] / 1.15 / 6
after global routing: next_lvl_r[2]$_SDFFE_PN1P_ / cur_lvl_o[15] / 0.96 / 6
final: next_lvl_r[2]$_SDFFE_PN1P_ / cur_lvl_o[15] / 1.15 / 6
-- layout by cell type (no fill, tap or decap), types with 4 or more instances in the layout --
cell type and count:
a21oi_1 13, clkdlybuf4s50_1 85, dfxtp_1 25, inv_1 6, mux2i_1 7, nand2_1 28
nand2b_1 4, nand3_1 14, nand4_1 9, nor2_1 22, nor3_1 14, nor4_1 7
o211ai_1 5, o21ai_0 9, o221ai_1 5, or3_1 4, xnor2_1 15, xor2_1 15
-- final cells by class --
class | instances | area, um2
clock buffer | 3 | 41.29
clock inverter | 1 | 7.507
fill | 480 | 1884
inverter | 7 | 26.28
multi-input combinational | 213 | 1353
sequential | 25 | 500.5
tap | 67 | 83.83
timing repair buffer | 86 | 858.3
-- routing by layer --
layer / wire length, um / share of wire / vias to the layer above
li1: - / - / 1101
met4: 25 / 0.0046 / 0
met2: 2248 / 0.42 / 75
met1: 2761 / 0.51 / 937
met3: 359 / 0.067 / 2
met5: 0 / 0 / -
-- power breakdown --
part	switching (mW)	total, mW	leakage (nW)	internal [mW]
logic	0.0754	0.192	0.800	0.116
clock network	0.0753	0.135	0.0217	0.0602
registers	0.0270	0.252	0.207	0.225
Power is estimated from default activity; no workload was simulated.
